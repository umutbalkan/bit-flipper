==> flow/design.v <==
module display_controller (
		input clk, clear,
		input [1:4] enables, 
		input [3:0] digit4, digit3, digit2, digit1,
		output [0:3] AN,
		output [6:0] C,
		output       DP
		);
		reg [3:0] current_digit, cur_dig_AN;
		reg [6:0] segments;
      assign AN = ~(enables & cur_dig_AN); 
      assign C = ~segments;      
      assign DP = 1;             
	   localparam N=18;
	   reg [N-1:0] count;
	always @(posedge clk, posedge clear)
		if(clear) count <= 0;
		else count <= count + 1;	
	always @ (count[N-1:N-2], digit1, digit2, digit3, digit4)
	   case (count[N-1:N-2])
		2'b00: begin current_digit = digit4; cur_dig_AN = 4'b0001; end  
		2'b01: begin current_digit = digit3; cur_dig_AN = 4'b0010; end
		2'b10: begin current_digit = digit2; cur_dig_AN = 4'b0100; end
		2'b11: begin current_digit = digit1; cur_dig_AN = 4'b1000; end
		default: begin current_digit = 4'bxxxx; cur_dig_AN = 4'bxxxx; end
	   endcase
	always @ (current_digit)
		case (current_digit)
		4'b0000: segments = 7'b111_1110;   
		4'b0001: segments = 7'b011_0000;   
		4'b0010: segments = 7'b110_1101;   
		4'b0011: segments = 7'b111_1001;   
		4'b0100: segments = 7'b011_0011;   
		4'b0101: segments = 7'b101_1011;   
		4'b0110: segments = 7'b101_1111;   
		4'b0111: segments = 7'b111_0000;   
		4'b1000: segments = 7'b111_1111;   
		4'b1001: segments = 7'b111_0011;   
		4'b1010: segments = 7'b111_0111;   
		4'b1011: segments = 7'b001_1111;   
		4'b1100: segments = 7'b000_1101;   
		4'b1101: segments = 7'b011_1101;   
		4'b1110: segments = 7'b100_1111;   
		4'b1111: segments = 7'b100_0111;   
		default: segments = 7'bxxx_xxxx;
		endcase		
endmodule
==> flow/run.sh <==
#!/bin/bash
# OpenROAD 26Q1-2900-gdf79404cd8, Yosys 0.63+post, stock flow scripts
make -C /OpenROAD-flow-scripts/flow DESIGN_CONFIG=/design/flow/config.mk WORK_HOME=/design/flow/orfs finish
==> flow/config.mk <==
export PLATFORM = sky130hd
export DESIGN_NAME = display_controller
export DESIGN_NICKNAME = display_controller
export VERILOG_FILES = /design/flow/design.v
export SDC_FILE = /design/flow/constraint.sdc
export NUM_CORES = 4
export LEC_CHECK = 1
export CORE_AREA = 10 10 98 98
export DIE_AREA = 0 0 108 108
==> flow/constraint.sdc <==
current_design display_controller

set clk_period 3.6
set clk_io_pct 0.2

create_clock -name clk0 -period $clk_period [get_ports {clk}]

set non_clock_inputs [all_inputs -no_clocks]
set_input_delay [expr $clk_period * $clk_io_pct] -clock clk0 $non_clock_inputs
set_output_delay [expr $clk_period * $clk_io_pct] -clock clk0 [all_outputs]
==> results.sh <==
# yosys + openroad results
export IMPL_end_kind="output port"
export IMPL_synth_cell_types=31
export IMPL_top_regs="count x18"
export IMPL_die_w_um=108
export IMPL_dp_hpwl_um=2056
export IMPL_grtUsageTotal_pct=4.366
export IMPL_finalCritPeriodShare_pct=97.10
export IMPL_powerDensity_nw_per_um2=266.7
export IMPL_floorplan_core_util_pct=14.84
export IMPL_vias_per_cell=3.660
export IMPL_clk_latency_ps=250
export IMPL_hold_path_depth=1
export IMPL_dieArea_um2=11660
export IMPL_fin_skew_ps=4.866
export IMPL_ys_sh_adder_pct=6.615
export IMPL_cp_required_ps=2880
export IMPL_slew_limit_headroom_pct=54.97
export IMPL_clock_fmax_ghz=0.2861
export IMPL_clockBufferDepth=2
export IMPL_die_h_um=108
export IMPL_critPathSlowestCell="clkdlybuf4s50_1"
export IMPL_syn_area_um2=1135
export IMPL_pin_count=34
export IMPL_fin_util_pct=21.48
export IMPL_wl_per_cell_um=10.42
export IMPL_slew_violations=0
export IMPL_cts_inserted_buffers=3
export IMPL_drc=0
export IMPL_synthArstFlopShare_pct=100.0
export IMPL_dr_pass1_iters=3
export IMPL_r2r_worst_path_cells=4
export IMPL_rsz0062_at_grt="false"
export IMPL_warnings=29
export IMPL_wirelength_um=2573
export IMPL_top_register="count"
export IMPL_synth_area_per_cell_um2=10.41
export IMPL_worstSetupPathDepth=8
export IMPL_setup_ws_ps=104.3
export IMPL_dp_worst_setup_slack_ps=25.41
export IMPL_mux_area_share_pct=10.92
export IMPL_htreeDepth=1
export IMPL_tightest_slew_ps=674.7
export IMPL_irDropWorstVdd_mv=0.1308
export IMPL_ys_area_um2=1135
export IMPL_cap_viol_max_count=0
export IMPL_min_period_ps=3496
export IMPL_final_fill_count=806
export IMPL_p_leak_nw=0.6899
export IMPL_drt_iter0_drc=23
export IMPL_cts_tree="built"
export IMPL_aoi_share_pct=5.623
export IMPL_largest_register_ffs=18
export IMPL_cpPeakStageDelay_ps=500
export IMPL_drtAntennaViolNets=0
export IMPL_final_layout_size_suffix_gt1_share_pct=12.41
export IMPL_path_buffers=3
export IMPL_cp_cell_sequence="clkdlybuf4s50_1 -> mux4_2 -> inv_1 -> ha_1 -> mux2i_1 -> nand2_1 -> o21ai_1 -> clkdlybuf4s50_1"
export IMPL_tns_ps=0
export IMPL_cts_hold_buffers=0
export IMPL_antenna_found_initial=0
export IMPL_yosys_warnings=1
export IMPL_cp_start_kind="input pin"
export IMPL_worstSetupPathType="in -> out"
export IMPL_synth_main_ff_cell="dfrtp_1"
export IMPL_syn_inst=109
export IMPL_ys_ff=18
export IMPL_status="finished, final reports clean"
export IMPL_place_congestion=0.8821
export IMPL_cts_root_buf="clkbuf_8"
export IMPL_vias=904
export IMPL_min_path_type="reg -> reg"
export IMPL_area_growth_pct=44.76
export IMPL_crit_fanout=5
export IMPL_n_antenna_cell=0
export IMPL_rows=32
export IMPL_r2r_slack_ps=2080
export IMPL_ys_cells=109
export IMPL_netlist_logic_family_top="simple AND/OR/NAND/NOR gates"
export IMPL_simple_gate_share_pct=18.74
export IMPL_worst_endpoint_arrival_ps=2780
export IMPL_post_cts_buffers=0
export IMPL_path_delay_family="buffers and inverters"
export IMPL_port_buffers=32
export IMPL_cts_sinks=18
export IMPL_core_um2=7647
export IMPL_yosysSeqAreaShare_pct=39.69
export IMPL_setup_violations=0
export IMPL_hold_violations=0
export IMPL_first_global_vias=876
export IMPL_edf_count=0
export IMPL_overflow=0
export IMPL_grt_max_degree=19
export IMPL_cts_resized=0
export IMPL_path_clk_slew_ps=70
export IMPL_grt_pass1_wl_um=4250
export IMPL_ys_sh_xor_pct=12.35
export IMPL_crit_path_frequent_cell="clkdlybuf4s50_1"
==> through the flow <==
step                      std cells  power (mW)  instance area, um^2  hold slack, ps
after floorplan                 109      0.2355                 1135           438.0
after global placement          243      0.2787                 1574           456.7
after detailed placement        243      0.2789                 1574           459.7
after CTS                       247      0.4432                 1629           475.3
after global routing            247      0.4597                 1643           480.9
final                           247      0.4382                 1643           466.0
==> area by class of cell <==
type	instances	area, um^2	share of cell area, %
well taps	102	127.6	7.768
clock buffers	4	55.05	3.351
inverters	5	18.77	1.142
repair buffers	37	360.3	21.93
multi-input cells	81	630.6	38.39
flip-flops and latches	18	450.4	27.42
==> final timing paths <==
path                        endpoint       from
min reg2reg                count[13]  count[13]
max                             C[5]  digit2[0]
min                        count[13]  count[13]
min in group asynchronous  count[10]      clear
max reg2reg                count[17]   count[7]
max in group asynchronous   count[3]      clear
==> synthesized netlist by cell type (all sizes together), types with 2 or more instances <==
master / n / share of area (%)
a21oi: 2 / 1.2
and3: 3 / 1.7
buf: 5 / 4.1
dfrtp: 18 / 40
ha: 6 / 6.6
inv: 5 / 1.7
mux2i: 3 / 2.6
mux4: 4 / 8.3
nand2: 11 / 3.6
nand3: 10 / 4.4
nand3b: 2 / 1.3
nand4: 2 / 1.1
nor2: 4 / 1.3
nor3: 4 / 1.8
o21ai: 3 / 1.3
o22ai: 2 / 1.1
or2b: 2 / 1.3
xnor2: 11 / 8.5
xor2: 5 / 3.9
==> cells by family after synthesis <==
kind of cell	count (synthesis)
simple gates	41
flops	18
xor+xnor	16
compound gates	10
buf+inv	10
mux	7
fa+ha+maj	6
other cells	1
==> power by group <==
group          total [mW]  switching, mW  internal, mW
combinational      0.0737         0.0258        0.0478
sequential          0.202              0         0.202
clock               0.162         0.0652        0.0971
total               0.438         0.0910         0.347
==> worst register-to-register path, cell delays in order (launching register included) <==
cell	delay [ps]
dfrtp_1	420
nand4_1	160
nor4_2	520
nand3_1	160
xnor2_1	150
==> per-layer routing <==
| metal | global-route usage, % | part of all wire, % | vias to the layer above |
|---|---|---|---|
| li1 | - | - | 448 |
| met1 | 6.751 | 52 | 418 |
| met2 | 5.733 | 36 | 38 |
| met3 | 1.928 | 12 | 0 |
| met4 | 0.09542 | 0 | 0 |
| met5 | 0 | 0 | - |
==> cell usage in the layout, fill, tap and decap left out, drive strengths merged, types with 2 or more instances in the layout <==
| master | n |
|---|---|
| clkdlybuf4s50 | 31 |
| dfrtp | 18 |
| xnor2 | 11 |
| nand2 | 11 |
| nand3 | 10 |
| ha | 6 |
| xor2 | 5 |
| buf | 5 |
| inv | 5 |
| nor3 | 4 |
| nor2 | 4 |
| mux4 | 4 |
| clkbuf | 4 |
| and3 | 3 |
| mux2i | 3 |
| o21ai | 3 |
| nand4 | 2 |
| or2b | 2 |
| o22ai | 2 |
| nand3b | 2 |
| a21oi | 2 |
Power and IR drop assume default switching activity.
